### /design/flow/constraint.sdc
current_design alu

set clk_period 13.9
set clk_io_pct 0.2

create_clock -name clk0 -period $clk_period

set non_clock_inputs [all_inputs -no_clocks]
set_input_delay [expr $clk_period * $clk_io_pct] -clock clk0 $non_clock_inputs
set_output_delay [expr $clk_period * $clk_io_pct] -clock clk0 [all_outputs]
### /design/flow/run.sh
#!/bin/bash
# OpenROAD 26Q1-2900-gdf79404cd8, Yosys 0.63+post, stock flow scripts
make -C /OpenROAD-flow-scripts/flow DESIGN_CONFIG=/design/flow/config.mk WORK_HOME=/design/flow/orfs finish
### /design/flow/design.v
`timescale 1ns/1ns
localparam ALU_ADD  = 4'b0010;
localparam ALU_SUB  = 4'b0110;
localparam ALU_AND  = 4'b0000;
localparam ALU_OR   = 4'b0001;
localparam ALU_XOR  = 4'b0111;
localparam ALU_SLT = 4'b0011;
localparam ALU_SLL = 4'b1100;
localparam ALU_SRL = 4'b0101;
localparam ALU_SRA = 4'b1001;
localparam ALU_SLTU = 4'b0111;
module alu_control (
    input  logic [2:0] alu_category,
    input logic [2:0] funct3,
    input logic [6:0] funct7,
    output logic [3:0] alu_control 
);
always_comb begin 
        case (alu_category)
            3'b000: begin
            case (funct3)  
                3'b000: case (funct7[5])  
                            1'b0: alu_control = ALU_ADD;  
                            1'b1: alu_control = ALU_SUB;  
                            default:        alu_control = 4'bxxxx;
                        endcase
                3'b100: alu_control = ALU_XOR;  
                3'b110: alu_control = ALU_OR;  
                3'b111: alu_control = ALU_AND;  
                3'b001: alu_control = ALU_SLL;  
                3'b101: case (funct7[5])  
                            1'b0: alu_control = ALU_SRL;  
                            1'b1: alu_control = ALU_SRA;  
                            default:        alu_control = 4'bxxxx;
                        endcase
                3'b010: alu_control = ALU_SLT;  
                3'b011: alu_control = ALU_SLTU;  
                default:        alu_control = ALU_ADD;
            endcase
            end
            3'b001: begin
            case (funct3)  
                3'b000: alu_control = ALU_ADD;  
                3'b001: alu_control = ALU_ADD;  
                3'b010: alu_control = ALU_ADD;  
                default:        alu_control = ALU_ADD;
            endcase
            end
            3'b010: begin  
            case (funct3) 
                3'b000: alu_control = ALU_SUB;  
                3'b001: alu_control = ALU_SUB;  
                3'b010: alu_control = ALU_SUB;  
                3'b110: alu_control = ALU_SUB;  
                3'b101: alu_control = ALU_SUB;  
                3'b111: alu_control = ALU_SUB;  
                default:        alu_control = ALU_SUB;
            endcase
            end 
            3'b011: begin
            case (funct3)  
                3'b000: alu_control = ALU_ADD;
                3'b100: alu_control = ALU_XOR;  
                3'b110: alu_control = ALU_OR;  
                3'b111: alu_control = ALU_AND;  
                3'b001: alu_control = ALU_SLL;  
                3'b101: case (funct7[5])  
                            1'b0: alu_control = ALU_SRL;  
                            1'b1: alu_control = ALU_SRA;  
                            default:        alu_control = 4'bxxxx;
                        endcase
                3'b010: alu_control = ALU_SLT;  
                3'b011: alu_control = ALU_SLTU;  
                default:        alu_control = ALU_ADD;
            endcase
            end
            default: alu_control = 4'b0;
        endcase
end
endmodule
module alu (
    input  logic [31:0] data1,
    input  logic [31:0] data2,
    input  logic [3:0] alu_control_output, 
    output logic [31:0] alu_result,
    output logic        zero,
    output logic        sign,
    output logic        carry
);
always_comb begin
        case (alu_control_output)
            ALU_AND: alu_result = data1 & data2;    
            ALU_OR: alu_result = data1 | data2;   
            ALU_ADD: alu_result = data1 + data2;
            ALU_SUB: alu_result = data1 - data2;    
            ALU_SLT: alu_result = (data1 < data2) ? 32'd1 : 32'd0;
            ALU_XOR: alu_result = (data1 ^ data2);
            ALU_SLL: alu_result = data1 << data2;
            ALU_SRL: alu_result = data1 >> data2;
            default: alu_result = 32'b0;
        endcase
        zero = (alu_result == 32'b0);
        sign = alu_result[31];
        carry = (data1<data2);
end
endmodule
### /design/flow/config.mk
export PLATFORM = sky130hd
export DESIGN_NAME = alu
export DESIGN_NICKNAME = alu
export VERILOG_FILES = /design/flow/design.v
export SDC_FILE = /design/flow/constraint.sdc
export NUM_CORES = 4
export LEC_CHECK = 1
export CORE_UTILIZATION = 40
==> results.py <==
# Metrics from the implementation run
metrics = {
    "grt": {
        "grt_pass1_vias": 11180,
        "grt_overflow": 0,
        "grt_use_total_pct": 40.46,
        "antenna_found_initial": 1,
        "grt_first_pass_wirelength_um": 75270,
        "grt_max_degree": 66,
    },
    "timing": {
        "tns_ns": 0,
        "hold_violations": 0,
        "fin_ws_ns": 2.244,
        "period_used_pct": 83.85,
        "setup_viol": 0,
        "relSlewSlack_pct": 35.85,
        "rsz0062_at_grt": "no",
        "drv_slew": 0,
        "fmax_ghz": 0.08580,
        "worstMarginPinSlew_ns": 0.9379,
        "finalCriticalPeriod_ns": 11.66,
    },
    "synth": {
        "synth_cell_type_count": 88,
        "yosys_warnings": 1,
        "yosys_area_mm2": 0.009903,
        "syn_inst": 1388,
        "ys_seq_share_pct": 0,
        "avgSynthCellArea_um2": 7.135,
        "ys_cells": 1388,
        "synthesis.area_mm2": 0.009903,
    },
    "placement": {
        "place_inst": 1732,
        "dp_hpwl_um": 39850,
        "place.gp.congestion": 1.055,
        "post-place-ws_ns": 2.344,
        "port_buffers": 103,
    },
    "route": {
        "wl_per_cell_um": 29.45,
        "firstDrtPassIters": 6,
        "routed_via_density": 6.916,
        "dr_total_vias": 11990,
        "drtIter0Drc": 1433,
        "drc_errors": 0,
        "antenna_left": 0,
        "drt_wl_total_um": 51040,
    },
    "power": {
        "total_power_uw": 439.7,
        "peakVddDrop_uv": 22.94,
        "powerDensity_mw_per_mm2": 39.63,
        "p_leak_nw": 4.359,
    },
    "die": {
        "core-area_mm2": 0.02432,
        "dieWidth_um": 159.3,
        "die_height_um": 159.3,
        "io_pins": 103,
        "rows": 57,
        "initial_core_util_pct": 40.72,
        "die_area_mm2": 0.02539,
    },
    "final_layout": {
        "final_cells": 1733,
        "layout_top_cell": "nor2_1",
        "nClkBuffers": 0,
        "final_cell_mix": "nor2_1 (127), nand2_1 (115), a21oi_1 (110)",
        "fin_util_pct": 45.63,
        "seq_area_um2": 0,
        "flops": 0,
        "area_growth_syn_to_layout_pct": 12.05,
        "drive_gt1_share_pct": 12.00,
    },
    "job": {
        "warnings": 102,
        "max_cap_viol_count": 0,
    },
    "worst_setup_path": {
        "worst-endpoint-required_ns": 11.12,
        "critPathLaunch": "data2[4]",
        "crit_chain": "clkdlybuf4s50_1 -> buf_4 -> clkinv_1 -> ha_1 -> nor2_1 -> a221oi_1 -> a211oi_1 -> a211oi_1 -> a31oi_1 -> a2111oi_0 -> o21ai_0 -> nor4_1 -> nand4b_1 -> nor4_1 -> and4_1 -> clkdlybuf4s50_1",
        "cp_slowest_stage_delay_ns": 0.70,
        "crit_fanout": 34,
        "cp_data_arrival_time_ns": 8.88,
        "start_kind": "input pin",
        "criticalPathCategory": "in2out",
        "cp_slowest_cell": "ha_1",
        "crit_path_end_kind": "output pin",
    },
    "worst_hold_path": {
        "hp-class": "in2out",
        "min_to": "alu_result[2]",
        "min_path_cells": 5,
        "hp-start": "data2[2]",
    },
    "clock_network": {
        "post_cts.repair.setup_buffers": 0,
        "hold_buffers": 0,
        "cts_resized": 0,
    },
    "outcome": {
        "status": "completed",
    },
}
logic make-up after synthesis:
logic type      Yosys count  share of synthesized area, %
compound gates          458                         31.95
xor+xnor                  7                        0.6191
fa+ha+maj               104                         13.29
buf+inv                 217                         9.021
mux                     135                         21.55
simple gates            467                         23.56
cell usage after synthesis (all sizes together), types with 19 or more instances:
cell type	number	area, um2
nor2	128	480.5
nand2	115	431.7
a21oi	110	550.5
ha	102	1276
inv	93	349.1
clkbuf	82	307.8
o21ai	77	385.4
mux4	58	1306
mux2i	43	430.4
nor3	39	200.2
buf	38	221.5
nand3	38	195.2
mux2	34	397.9
a211oi	26	200.2
a221oi	25	219.0
a31oi	22	137.6
nor4	22	143.9
nor2b	19	118.9
o211ai	19	142.6
metal layers:
metal	up-vias	global-route usage (%)	wire, um
met2	675	62.76	22960
met3	100	5.848	4302
met1	5864	59.39	22120
li1	5347	-	-
met5	-	0	0
met4	0	10.80	1652
area by class of cell:
class                           instances  area [um2]
Antenna cell                            1       2.502
Fill cell                            2506       13220
Inverter                               97       364.1
Multi-Input combinational cell       1171        9031
Tap cell                              324       405.4
Timing Repair Buffer                  140        1294
worst max-delay path: cells and delay by family:
family / cells / cell delay, ns
AND-OR/OR-AND: 6 / 2.26
AND/OR/NAND/NOR: 5 / 1.29
buffers and inverters: 4 / 1.82
adder cells (fa/ha/maj): 1 / 0.70
power breakdown:
| part | internal (mW) | switching [mW] |
|---|---|---|
| combinational | 0.174 | 0.266 |
| clock | 0.00000000134 | 0 |
| sequential | 0 | 0 |
through the flow:
stage               hold slack [ns]  instance area, um2
floorplan                     5.731                9903
global placement              6.747               11090
detailed placement            6.724               11090
CTS                           6.724               11090
global route                  6.769               11090
finish                        6.767               11100
worst max path at each step:
stage	endpoint	slack, ns	cells after the start
4_1_cts	zero	2.36	16
5_1_grt	zero	1.91	16
6_report	zero	2.24	16
Power and IR drop assume default switching activity.
